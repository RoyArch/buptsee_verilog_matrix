$ cat flow/run.sh
#!/bin/bash
# OpenROAD 26Q1-2900-gdf79404cd8, Yosys 0.63+post, stock flow scripts
make -C /OpenROAD-flow-scripts/flow DESIGN_CONFIG=/design/flow/config.mk WORK_HOME=/design/flow/orfs finish
$ cat flow/config.mk
export PLATFORM = sky130hd
export DESIGN_NAME = matrix
export DESIGN_NICKNAME = matrix
export VERILOG_FILES = /design/flow/design.v
export SDC_FILE = /design/flow/constraint.sdc
export NUM_CORES = 4
export LEC_CHECK = 1
export CORE_UTILIZATION = 30
$ cat flow/constraint.sdc
current_design matrix

set clk_period 3.0
set clk_io_pct 0.2

create_clock -name clk0 -period $clk_period [get_ports {clk}]

set non_clock_inputs [all_inputs -no_clocks]
set_input_delay [expr $clk_period * $clk_io_pct] -clock clk0 $non_clock_inputs
set_output_delay [expr $clk_period * $clk_io_pct] -clock clk0 [all_outputs]
$ cat flow/design.v
module matOut(input wire [63:0] char,
              input wire color,
              input wire clk,
              input wire rst,
              output reg [7:0] row,
              output reg [7:0] col_r,
              output reg [7:0] col_g);
reg [7:0] col;
always@(*)
begin
  if(!color) 
  begin
    col_r=col;
    col_g=8'b0;
  end
  else begin
    col_g=col;
    col_r=8'b0;
  end
end
always@(posedge clk or posedge rst)
begin
  if(rst) row=8'h00;
  else begin
    case(row)
      8'h00:row<=8'h7f;
      8'hfe:row<=8'h7f;
      default:row<={1'b1,row[7:1]};
    endcase
  end
end
reg [3:0] state;
always@(posedge clk or posedge rst)
begin
  if(rst) state<=0;
  else begin
    case(state)
	 4'd0:state<=4'd8;
	 4'd1:state<=4'd8;
	 default:state<=state-4'b1;
	 endcase
  end
end
always@(*)
begin
	if(rst) col=0;
	else begin
		case(state)
		4'd8:col=char[63:56];
		4'd7:col=char[55:48];
		4'd6:col=char[47:40];
		4'd5:col=char[39:32];
		4'd4:col=char[31:24];
		4'd3:col=char[23:16];
		4'd2:col=char[15:8];
		4'd1:col=char[7:0];
		default:col=8'b0;
		endcase
	end
end
endmodule
module matrix(input wire clk,
		    		  input wire rst,
              output wire [7:0]col_r,
              output wire [7:0]col_g,
              output wire [7:0]row);
reg [63:0] temp;
reg[9:0]cnt;
reg[2:0]state;
matOut processer(
.char(temp),
.color(1'b0),
.clk(clk),
.rst(rst),
.row(row),
.col_r(col_r),
.col_g(col_g)
);
always@(posedge clk or posedge rst)
begin
  if(rst) begin
    cnt<=0;
    state<=0;
  end
  else begin
    if(cnt==10'd999)
    begin
      if(state>=3'd5) state<=3'd0;
      else state<=state+3'd1;
      cnt<=10'b0;
    end
	 else cnt<=cnt+10'b1;
  end
end
always@(*)
begin
  case(state)
  3'd0:temp=char_B;
  3'd1:temp=char_U;
  3'd2:temp=char_P;
  3'd3:temp=char_T;
  3'd4:temp=char_D;
  3'd5:temp=char_Y;
  endcase
end
parameter RED=0;
parameter GREEN=1;
parameter char_0 =64'h003C4242C2423C00; 
parameter char_1 =64'h0018381818181800; 
parameter char_2 =64'h003C460418207E00; 
parameter char_3 =64'h003C460C16423C00; 
parameter char_4 =64'h000C1C2C4CFE0C00; 
parameter char_5 =64'h007E60FC02463C00; 
parameter char_6 =64'h003E605C62623C00; 
parameter char_7 =64'h007E040408081000; 
parameter char_8 =64'h003C46245E423C00; 
parameter char_9 =64'h003C46463A067800; 
parameter char_A =64'h00181824247EC300; 
parameter char_B =64'h00FEC2FCC2C2FC00; 
parameter char_C =64'h003E424040433C00; 
parameter char_D =64'h00FCC2C2C2C6FC00; 
parameter char_E =64'h00FEC0FEC0C0FE00; 
parameter char_F =64'h00FEC0FCC0C0C000; 
parameter char_G =64'h003E42404E463E00; 
parameter char_H =64'h00C6C6FEC6C6C600; 
parameter char_I =64'h0018181818181800; 
parameter char_J =64'h00060606C6C63C00; 
parameter char_K =64'h00C6D8F0C8C4C700; 
parameter char_L =64'h00C0C0C0C0C0FE00; 
parameter char_M =64'h00C366665A52D700; 
parameter char_N =64'h00E6F6D6CECEC600; 
parameter char_O =64'h007C4242C2423C00; 
parameter char_P =64'h00FEC2C6FCC0C000; 
parameter char_Q =64'h007C4242C24E3E00; 
parameter char_R =64'h00FEC2CEFCC4C700; 
parameter char_S =64'h003E42300E423C00; 
parameter char_T =64'h007E181818181800; 
parameter char_U =64'h00C6C6C6C6C67C00; 
parameter char_V =64'h00C366242C381800; 
parameter char_W =64'h00DBDA5A6E666600; 
parameter char_X =64'h00662C181824C700; 
parameter char_Y =64'h00C3243818181800; 
parameter char_Z =64'h007E040810207E00; 
endmodule
==> impl_metrics.yaml <==
# physical design summary
run_status:
  status: "finished, violations left"
  violations: "design-rule violations"
clocking:
  cts_tree: "yes"
  cts-root-buf: "clkbuf_8"
  clk_pin_slew_worst_paths_ns: 0.09
  ctsHoldBuffers: 0
  clock_latency_ns: 0.27
  cts_setup_buffers: 0
  numCtsBuffers: 3
  clockBufferDepth: 2
  ctsHtreeMaxLevel: 1
timing:
  period_used_pct: 92.6
  final_hold_viol_count: 0
  slew_headroom_pct: 63.8
  max_slew.worst_pin.slew_ns: 0.543
  fmax_ghz: 0.360
  setup-violations-final: 0
  finalClockSkew_ns: 0.00551
  finalMaxSlewViolations: 0
  post-route-min-period_ns: 2.78
  fin_setup_tns_ns: 0
  rsz0062_at_grt: "false"
  untimed_endpoints: 20
  unclocked_pins: 20
drt:
  drt-total-wl_um: 3530
  drt_iter0_drc: 102
  post-route-drc-count: 9
  wl_per_cell_um: 11.3
  diodes: 0
  num_vias: 1536
  viasPerCell: 4.91
  first_pass_iters: 49
  drtAntennaViolNets: 0
logic_synthesis:
  synthAoiAreaFrac_pct: 16.9
  mux_area_share_pct: 0
  synth-async-reset-ratio_pct: 55.6
  syn_area_per_cell_um2: 9.06
  synthFlopType: "dfrtp_1"
  yosysChipArea_um2: 2020
  ys_types: 43
  top_area_share_pct: 31.0
  synth_top_cell_by_area: "dfrtp_1"
  ys_warn_count: 2
  ys_cells: 223
  syn_area_um2: 2020
  synth-edff-count: 0
  synthSimpleGateAreaFrac_pct: 19.0
  xor_share_pct: 2.17
  synthCells: 223
  topCombFamilyByArea: "simple AND/OR/NAND/NOR gates"
  adder_share_pct: 8.67
  ys.flops: 45
  synth.area.top_cells: "dfrtp_1 (31%), dlxtn_1 (15%), ha_1 (8.7%), o21ai_0 (4.5%), nor2_1 (4.5%)"
floorplanning:
  die_h_um: 84.0
  core_util_floorplan_pct: 31.4
  ios: 26
  dieWidth_um: 84.0
  core.rowCount: 29
  core-area_um2: 6420
  design.die.area_um2: 7060
global_routing:
  grt_pass1_vias: 1294
  grt_usage_pct: 10.2
  grt_max_degree: 26
  grt_first_pass_wirelength_um: 5910
  overflow: 0
  antenna_found_initial: 0
hold_path:
  min_path_type: "flip-flop to flip-flop"
  hold_start: "processer.row[4]"
  whs_endpoint: "processer.row[3]"
  min_path_cells: 1
power_and_ir_drop:
  pwr-share-comb_pct: 1.7
  p_int_mw: 0.433
  power.static_leakage_nw: 0.932
  p_seq_share_pct: 61.5
  power.share.clock_pct: 36.8
  switching_share_pct: 20.9
  powerDensity_nw_per_um2: 235
  ir_worst_vdd_uv: 165
  power_mw: 0.547
  switching_power_mw: 0.114
job:
  openroad.warnings: 34
  max_cap_viol_count: 0
final_layout:
  combGateArea_um2: 1030
  synthToLayoutAreaGrowth_pct: 15.5
  drive_gt1_share_pct: 8.90
  final-seq-area_um2: 927
  fillCellCount: 628
critical_path:
  worst-path-buf-inv: 2
  cp-startpoint: "processer.state[1]"
  timing.rr.start: "processer.row[4]"
  crit_required_ns: 2.40
  endpoint_kind: "primary output"
  rr_worst_depth: 4
  crit_path_max_fanout: 6
  critPathTopFamily: "buffers and inverters"
  critPathMaxStageDelay_ns: 0.50
  cp_data_arrival_time_ns: 2.18
  rr_endpoint: "processer.row[5]"
  regToRegSetupSlack_ns: 1.18
  critical_path_class: "flip-flop to primary output"
  crit_chain: "inv_2, ha_4, o21ai_0, nand2_1, nand3_2, a211oi_2, clkdlybuf4s50_1"
  critical_path.slowest_cell: "clkdlybuf4s50_1"
  worst_setup_path_start_kind: "flip-flop"
placed_design:
  dp_hpwl_um: 2610
  gp_congestion: 0.825
  portBuffers: 17
## logic make-up after synthesis
kind of cell | count (synthesis)
fa+ha+maj | 14
flops | 25
buf+inv | 30
compound gates | 52
other cells | 1
simple gates | 76
latches | 20
xor+xnor | 5
## worst max-delay path by stage
stage               to  slack, ns  cells past startpoint
finish        col_r[3]       0.22                      7
CTS           col_r[3]      0.001                      7
global route  col_r[3]       0.03                      7
## area by class of cell
cell class,count,area share (%)
flip-flops and latches,45,39.8
well taps,77,4.13
clock buffers,3,1.77
multi-input cells,155,44.0
repair buffers,19,7.94
clock inverters,1,0.322
inverters,13,2.09
## synthesized netlist by cell type, drive strengths merged (2+ instances only)
cell type	n
dfrtp	25
nor2	24
dlxtn	20
o21ai	18
ha	14
inv	13
nand2	11
nand3	10
buf	9
clkbuf	8
or2	7
a21oi	6
nor3	5
a31oi	4
nor2b	4
o22ai	4
xor2	4
a211oi	3
a221oi	3
a222oi	3
or3	3
a22oi	2
a41oi	2
nand2b	2
nand4	2
o21bai	2
or4	2
## per-stage QoR
| step | instances | hold slack, ns | cell area [µm²] | util (%) | setup WS [ns] |
|---|---|---|---|---|---|
| floorplan | 230 | 0.440 | 2050 | - | 0.599 |
| global placement | 309 | 0.483 | 2230 | 34.7 | 0.310 |
| detailed placement | 309 | 0.492 | 2230 | 34.7 | 0.298 |
| CTS | 313 | 0.511 | 2280 | 35.5 | 0.00140 |
| global route | 313 | 0.545 | 2330 | 36.3 | 0.0279 |
| finish | 313 | 0.506 | 2330 | 36.3 | 0.221 |
## sequential cells by signal, indices dropped and copies added (netlist names)
name and flops:
temp 20, cnt 10, processer.row 8, processer.state 4
state 3
## power groups by stage
| stage | combinational (mW) | sequential (mW) | clock [mW] |
|---|---|---|---|
| final | 0.00925 | 0.337 | 0.201 |
| after global routing | 0.0119 | 0.337 | 0.223 |
| after CTS | 0.0101 | 0.337 | 0.210 |
## metal layers
metal | part of all wire (%) | wire length, µm | GRT usage [%] | vias up
met5 | 0 | 0 | 0 | -
met1 | 52 | 1850 | 16.2 | 710
li1 | - | - | - | 795
met3 | 4.2 | 147 | 1.41 | 2
met2 | 43 | 1520 | 15.7 | 29
met4 | 0.37 | 13 | 1.10 | 0
## repair_timing
| item | in CTS | in global routing |
|---|---|---|
| resized | 0 | 12 |
| setup endpoints to repair | 0 | 3 |
| endpoints found under the hold margin | 0 | 0 |
## worst register-to-register path, delay by kind of cell (launching register included)
| family | cells | cell delay (ns) |
|---|---|---|
| flops | 1 | 0.40 |
| simple gates | 3 | 1.12 |
| compound gates | 1 | 0.24 |
## cell usage in the layout (no fill, tap or decap), types with 2 or more instances in the layout
| cell | count |
|---|---|
| a22oi_1 | 2 |
| clkdlybuf4s50_1 | 17 |
| or2_2 | 3 |
| o22ai_1 | 4 |
| xor2_1 | 4 |
| nor2_1 | 24 |
| nor2b_1 | 4 |
| or3_1 | 2 |
| buf_4 | 2 |
| or2_1 | 4 |
| nand2_1 | 11 |
| o21ai_0 | 18 |
| a222oi_1 | 3 |
| clkbuf_8 | 3 |
| or4_1 | 2 |
| nand4_1 | 2 |
| a221oi_1 | 3 |
| a211oi_2 | 2 |
| ha_4 | 3 |
| a41oi_1 | 2 |
| nor3_1 | 5 |
| a21oi_1 | 5 |
| inv_1 | 11 |
| dfrtp_1 | 24 |
| o21bai_1 | 2 |
| a31oi_1 | 4 |
| nand3_1 | 9 |
| nand2b_1 | 2 |
| dlxtn_1 | 20 |
| inv_2 | 2 |
| conb_1 | 8 |
| ha_1 | 11 |
Power is estimated from default activity; no workload was simulated.
